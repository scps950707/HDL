==> flow/design.v <==
module D_FF(q,d,clk);
  output q;
  input d,clk;
  reg q;
  always @(posedge clk)
          q<= d;
endmodule
module adder_beh ( output reg [7: 0] dout, output reg cout, input [7:0] din1, din2, input cin);
  always@(din1 or din2 or cin)
  begin
    {cout,dout}=din1+din2+cin;
  end
endmodule
module adder_beh_dff
(	output [7:0]dout,output cout,input [7:0]din1,input [7:0]din2,input cin,input clk);
	wire [7:0] dout_temp;
	wire cout_temp;
	adder_beh addder(dout_temp,cout_temp,din1,din2,cin);
	D_FF	dff0(dout[0],dout_temp[0],clk),
			dff1(dout[1],dout_temp[1],clk),
			dff2(dout[2],dout_temp[2],clk),
			dff3(dout[3],dout_temp[3],clk),
			dff4(dout[4],dout_temp[4],clk),
			dff5(dout[5],dout_temp[5],clk),
			dff6(dout[6],dout_temp[6],clk),
			dff7(dout[7],dout_temp[7],clk),
			dff8(cout,cout_temp,clk);
endmodule
==> flow/run.sh <==
#!/bin/bash
# OpenROAD 26Q1-2900-gdf79404cd8, Yosys 0.63+post, stock flow scripts
make -C /OpenROAD-flow-scripts/flow DESIGN_CONFIG=/design/flow/config.mk WORK_HOME=/design/flow/orfs finish
==> flow/config.mk <==
export PLATFORM = sky130hd
export DESIGN_NAME = adder_beh_dff
export DESIGN_NICKNAME = adder_beh_dff
export VERILOG_FILES = /design/flow/design.v
export SDC_FILE = /design/flow/constraint.sdc
export NUM_CORES = 4
export LEC_CHECK = 1
export CORE_AREA = 10 10 70 70
export DIE_AREA = 0 0 80 80
==> flow/constraint.sdc <==
current_design adder_beh_dff

set clk_period 4.7
set clk_io_pct 0.2

create_clock -name clk0 -period $clk_period [get_ports {clk}]

set non_clock_inputs [all_inputs -no_clocks]
set_input_delay [expr $clk_period * $clk_io_pct] -clock clk0 $non_clock_inputs
set_output_delay [expr $clk_period * $clk_io_pct] -clock clk0 [all_outputs]
==> results_dict.tcl <==
# flow metrics
set metrics [dict create \
    layout.area.comb_um2 315 \
    holdCritPathClass "in -> reg" \
    post-route-worst-setup-slack_ns 2.11 \
    cts_hold_buffers 0 \
    width_of_the_die_um 80 \
    ctsRootBufferMaster "sky130_fd_sc_hd__clkbuf_4" \
    synth-seq-area-share_pct 31.6 \
    number_of_flops_mapped_to_enable_cells_by_yosys 0 \
    grt_pass1_wl_um 2030 \
    initial_utilization_pct 16.7 \
    postSynthRegisterBits 9 \
    grt_max_degree 7 \
    synth-main-ff-cell "sky130_fd_sc_hd__dfxtp_1" \
    timing.final.hold_violations 0 \
    max-clock-path-buffers 2 \
    post_synth_most_frequent_cells "sky130_fd_sc_hd__dfxtp_1, sky130_fd_sc_hd__buf_4, sky130_fd_sc_hd__ha_1" \
    clkTransAtPathRegs_ns 0.06 \
    synthesis.instances 58 \
    critical_path_arrival_ns 2.73 \
    track_usage_pct 3.87 \
    chipArea_um2 6400 \
    die_h_um 80 \
    yosys-top-cells-area "sky130_fd_sc_hd__dfxtp_1, sky130_fd_sc_hd__ha_1, sky130_fd_sc_hd__buf_4, sky130_fd_sc_hd__fa_1, sky130_fd_sc_hd__a21oi_1" \
    post_route_cells_drive_above_1_share_pct 6.25 \
    grt_pass1_vias 449 \
    syn-cell-area_um2 571 \
    placementRows 21 \
    post_cts_resized 0 \
    detailedRoute.firstPassIterationCount 2 \
    critical_path_peak_fanout 2 \
    drt-initial-drc-count 6 \
    slew_hr_pct 84.1 \
    count_of_tool_warnings 25 \
    final_max_slew_viol_count 0 \
    min_period_ns 2.59 \
    synth.top_cell.area_share_pct 31.6 \
    route.detailed.vias_per_inst 3.73 \
    num_vias 470 \
    timing.fmax_mhz 385 \
    synth-warning-count 2 \
    post_drt_wl_per_cell_um 10.4 \
    power_per_cell_area_nw_per_um2 276 \
    worst_hold_slack_ns 1.34 \
    grt_overflow_total 0 \
    place_hpwl_um 1170 \
    cts-htree-levels 1 \
    postLayoutCellArea_um2 855 \
    route.antenna.remaining_nets 0 \
    yosysTopAreaCell "sky130_fd_sc_hd__dfxtp_1" \
    max-cap-violations 0 \
    count_of_buffers_added_by_post_cts_timing_repair_for_setup 0 \
    asyncSetResetFlopFracSynth_pct 0 \
    finalSetupViolations 0 \
    drc 0 \
    critical_path.endpoint_type "register" \
    worst-slew-pin-transition_ns 0.238 \
    tritoncts "built" \
    placed_cells_incl_taps 122 \
    critical_path.startpoint_type "primary input" \
    gp_congestion 0.767 \
    layout_fillers 374 \
    design.portCount 27 \
    clock-sinks 9 \
    p_leak_uw 0.000343 \
    hold-path-cell-count 2 \
    synth_cell_type_count 23 \
    placement.io_buffers 26 \
    synth_area_per_cell_um2 9.84 \
    placement.setup.worst_slack_ns 1.82 \
    core_region_area_um2 3420 \
    final_clock_period_utilization_by_the_worst_path_pct 55.2 \
    setup-tns-final_ns 0 \
    wirelength_um 1320 \
    register_area_um2 180 \
    synth_stat.cells 58 \
    antenna_cells_inserted 0 \
    worst-setup-path-type "in -> reg" \
    cp.required_ns 4.84 \
    antenna_found_initial 0 \
    outcome "finished, final reports clean" \
    cts_buffers 3 \
    ir_drop_mv 0.0648 \
    yosys-stat-area_um2 571 \
    placement.cell_area_um2 828 \
    unrepaired_setup_endpoints_after_global_routing "no" \
    instances_no_fill 126 \
    flow.area_growth_from_synthesis_pct 49.8 \
    netlist.top_cell.by_instances "sky130_fd_sc_hd__dfxtp_1" \
]
==> critical path, cell delays in order <==
cell	delay, ns
sky130_fd_sc_hd__clkdlybuf4s50_1	0.43
sky130_fd_sc_hd__fa_1	0.48
sky130_fd_sc_hd__fa_1	0.42
sky130_fd_sc_hd__a21oi_1	0.21
sky130_fd_sc_hd__o21a_1	0.16
sky130_fd_sc_hd__o21ai_0	0.09
==> layout make-up <==
| cell class | instances | share of cell area, % |
|---|---|---|
| Sequential cell | 9 | 21.1 |
| Clock buffer | 4 | 3.07 |
| Multi-Input combinational cell | 37 | 36.9 |
| Timing Repair Buffer | 26 | 30.5 |
| Tap cell | 46 | 6.73 |
| Inverter | 4 | 1.76 |
==> final timing paths <==
check,start,end
setup / recovery,din1[0],dff8.q$_DFF_P_
hold / removal,cin,dff0.q$_DFF_P_
==> logic make-up (layout without fill, tap and decap cells) <==
group / count (synthesis) / count (layout) / share of synthesized area (%)
adders and majority gates: 9 / 9 / 22.4
and+or+nand+nor: 10 / 10 / 9.21
AOI/OAI and AO/OA: 14 / 14 / 17.5
buffers and inverters: 12 / 34 / 13.2
xor gates and xnor gates: 4 / 4 / 6.14
DFF: 9 / 9 / 31.6
==> layout by cell type (no fill, tap or decap), drive strengths merged, types with 2 or more instances in the layout <==
master	netlist	routed
clkdlybuf4s50	0	26
dfxtp	9	9
ha	7	7
a21oi	5	5
inv	4	4
clkbuf	0	4
nand3	3	3
nand2	2	2
xnor2	2	2
a311o	2	2
xor2	2	2
fa	2	2
a21o	2	2
==> stage by stage <==
| step | power (uW) | util [%] |
|---|---|---|
| finish | 236 | 25.0 |
| global route | 257 | 25.0 |
| CTS | 242 | 25.0 |
| detailed placement | 183 | 24.2 |
| global placement | 181 | 24.2 |
| floorplan | 147 | - |
==> where the power goes <==
part | internal [uW] | total, uW | switching, uW
clock network | 32.6 | 57.9 | 25.3
registers | 91.6 | 95.2 | 3.62
logic | 55.9 | 83.2 | 27.2
total | 180 | 236 | 56.1
==> routing by layer <==
layer  vias up  routed length [um]  global-route usage [%]
met2        22                 513                    5.54
met3         5                 126                    1.25
met1       200                 625                    5.31
li1        243                   -                       -
met5         -                   0                       0
met4         0                  49                    1.41
Power figures rest on the tool's default switching activity, not on a simulated workload.

==> design.v <==
module D_FF(q,d,clk);
  output q;
  input d,clk;
  reg q;
  always @(posedge clk)
          q<= d;
endmodule
module adder_dataflow ( output [7: 0] dout, output cout, input [7:0] din1, din2, input cin);
  assign {cout,dout}=din1+din2+cin;
endmodule
module adder_dataflow_dff
(	output [7:0]dout,output cout,input [7:0]din1,input [7:0]din2,input cin,input clk);
	wire [7:0] dout_temp;
	wire cout_temp;
	adder_dataflow addder(dout_temp,cout_temp,din1,din2,cin);
	D_FF	dff0(dout[0],dout_temp[0],clk),
			dff1(dout[1],dout_temp[1],clk),
			dff2(dout[2],dout_temp[2],clk),
			dff3(dout[3],dout_temp[3],clk),
			dff4(dout[4],dout_temp[4],clk),
			dff5(dout[5],dout_temp[5],clk),
			dff6(dout[6],dout_temp[6],clk),
			dff7(dout[7],dout_temp[7],clk),
			dff8(cout,cout_temp,clk);
endmodule
==> run.sh <==
#!/bin/bash
# OpenROAD 26Q1-2900-gdf79404cd8, Yosys 0.63+post, stock flow scripts
make -C /OpenROAD-flow-scripts/flow DESIGN_CONFIG=/design/flow/config.mk WORK_HOME=/design/flow/orfs finish
==> config.mk <==
export PLATFORM = sky130hd
export DESIGN_NAME = adder_dataflow_dff
export DESIGN_NICKNAME = adder_dataflow_dff
export VERILOG_FILES = /design/flow/design.v
export SDC_FILE = /design/flow/constraint.sdc
export NUM_CORES = 4
export LEC_CHECK = 1
export CORE_AREA = 10 10 70 70
export DIE_AREA = 0 0 80 80
==> constraint.sdc <==
current_design adder_dataflow_dff

set clk_period 4.7
set clk_io_pct 0.2

create_clock -name clk0 -period $clk_period [get_ports {clk}]

set non_clock_inputs [all_inputs -no_clocks]
set_input_delay [expr $clk_period * $clk_io_pct] -clock clk0 $non_clock_inputs
set_output_delay [expr $clk_period * $clk_io_pct] -clock clk0 [all_outputs]
==> datasheet_impl.txt <==
Table: implementation figures

Parameter                              Value

Status
  Run status    completed

Timing
  Unrepaired setup endpoints after global routing    false
  Slew at the pin closest to its max-slew limit    ~240 ps
  Post-route minimum period    2590 ps
  Cycle use final    55.2%
  Number of endpoints with negative hold slack in the final report    0
  Max-slew violations    0
  Fmax    385 MHz
  Max transition margin    a little over four fifths
  Total Negative Setup Slacks    0 ps
  Count of endpoints failing setup in the final report    0
  Setup slack after layout    2110 ps

Route
  Post-route antenna net violation count    0
  WL per Instance    10.4 um
  Count of vias placed by the detailed router    470
  Detailed Route Iter0 Violations    6
  Antenna fix cells    0
  Iteration tally of the first detailed-router pass    2
  Number of remaining DRC errors    0
  Routed vias/inst    3.73
  Final routed wirelength across all metal layers    between 1000 and 1500 um

Synth
  Post-synth regs    9
  Number of synthesized flops with an enable pin    0
  Commonest register cell after synthesis    sky130_fd_sc_hd__dfxtp_1
  Number of different library cells in the post-synthesis netlist    23
  Number of standard cells reported by yosys    about 58
  Instance tally after logic synthesis    58
  Warning count from the yosys run    1
  Average cell area after synthesis    between 9 and 10 um2
  Async set or reset register ratio after synthesis    0%
  Post-Synthesis Cell Area    571 um2
  Yosys Chip Area    571 um2
  Sequential fraction of the synthesis area    31.6%

Clock tree
  TritonCTS clock tree    done
  Post-CTS setup repair buffer count    0
  Count of hold-fix buffers inserted at cts    0
  Clk slew on worst S/H paths    60 ps
  Number of sinks on the clock net    9
  Clk buf depth    2
  Number of buffers added by the clock tree synthesis step    3
  H-tree levels    1
  Resize count post-CTS    0
  CTS root buffer    sky130_fd_sc_hd__clkbuf_4

Final layout
  Most used cells in the layout excluding fill and tap cells    26 x sky130_fd_sc_hd__clkdlybuf4s50_1, 9 x sky130_fd_sc_hd__dfxtp_1, 7 x sky130_fd_sc_hd__ha_1, 5 x sky130_fd_sc_hd__a21oi_1, 4 x sky130_fd_sc_hd__inv_1
  Layout Area Growth over Synthesis    49.8%
  Final core utilization    25.0%
  Most used logic cell in the final layout    sky130_fd_sc_hd__clkdlybuf4s50_1
  Fraction of layout instances using a drive strength above 1    6.25%

Global routing
  Global-route usage over all layers    3.87%
  Initial antenna violation count    0
  Overall overflow remaining after global route    0
  First-pass GRT wire length    2030 um
  Maximum number of pins on one net before global-route repair    7
  Via count of the first global-routing pass    449

Min path
  Worst Hold Launch    cin
  Endpoint, Worst Hold    dff0.q$_DFF_P_
  Hold/Removal Path Class    input port to flop
  Hold Path Depth    2

Power
  Worst VDD drop    0.0648 mV
  PD cells    276 mW/mm2
  Cell leakage power    0.343 nW

Job
  MaxCap Viol Count    0
  Stage-log warning count    25

Setup path
  WS Path Type    input port to flop
  Required time at the endpoint of the critical path    between 4000 and 5000 ps
  Crit-path slowest cell    sky130_fd_sc_hd__fa_1
  Cell seen most often among critical-path stages    sky130_fd_sc_hd__fa_1
  Delay of the slowest critical-path stage    ~480 ps
  Data arrival, critical path    2730 ps
  Kind of cell with the highest combined delay on the critical path    adder cells
  Max FO, Critical Path    2
  Count of buffer and inverter cells on the critical path    1
  Critical-path cell list    clkdlybuf4s50_1 -> fa_1 -> fa_1 -> a21oi_1 -> o21a_1 -> o21ai_0
  Critical Path Start Type    input port
  Kind of end point of the critical path    flop

Die
  Core area    ~0.0034 mm2
  Fp_density    16.7%
  Num rows    21
  Number of ports placed on the die boundary    27
  Chip Width    80 um
  Area of the chip    about 0.0064 mm2
  Die H    around 80 um

Placed design
  Routability Congestion    0.767
  Total of buffers placed on input and output ports    26
  Final HPWL from detailed placement    1170 um
  Worst slack at placement    1820 ps
## cell usage after synthesis (all sizes together) (2+ instances only)
cell type	n	area, um2
a21oi	5	25.0
buf	8	60.1
ha	7	87.6
nand2	2	7.51
a311o	2	20.0
fa	2	40.0
xor2	2	17.5
nand3	3	15.0
inv	4	15.0
xnor2	2	17.5
a21o	2	16.3
dfxtp	9	180
## kinds of logic after synthesis
| kind of cell | after synthesis | synth area share [%] |
|---|---|---|
| and+or+nand+nor | 10 | 9.21 |
| adders and majority gates | 9 | 22.4 |
| buffers and inverters | 12 | 13.2 |
| DFF | 9 | 31.6 |
| xor gates and xnor gates | 4 | 6.14 |
| AOI/OAI and AO/OA | 14 | 17.5 |
## metal layers
metal	share of wire, %	global-route usage [%]
met1	48	5.31
met2	39	5.54
met3	9.6	1.25
met4	3.7	1.41
met5	0	0
## layout make-up
cell class / instances / area [um2]
clock buffers: 4 / 26.3
repair buffers: 26 / 260
inverters: 4 / 15.0
multi-input cells: 37 / 315
well taps: 46 / 57.6
flip-flops and latches: 9 / 180
fillers: 374 / 2560
## worst max-delay path by stage
stage | startpoint | to | slack (ps) | cells past startpoint
after CTS | din1[0] | dff8.q$_DFF_P_ | 2100 | 6
final | din1[0] | dff8.q$_DFF_P_ | 2110 | 6
after global routing | din1[0] | dff8.q$_DFF_P_ | 2050 | 6
## report_power, final
part	leakage [nW]	internal [W]	switching (W)	total [W]
logic	0.252	0.0000559	0.0000272	0.0000832
clock network	0.0150	0.0000326	0.0000253	0.0000579
registers	0.0759	0.0000916	0.00000362	0.0000952
## flip-flops by register name, indices dropped and copies added (netlist names)
signal,count
dff0.q,1
dff1.q,1
dff2.q,1
dff3.q,1
dff4.q,1
dff5.q,1
dff6.q,1
dff7.q,1
dff8.q,1
## per-stage QoR
step	power, W	instances	hold slack [ps]	cell area, um2
finish	0.000236	126	1340	855
global route	0.000257	126	1350	855
CTS	0.000242	126	1350	855
detailed placement	0.000183	122	1610	828
floorplan	0.000147	58	1100	571
global placement	0.000181	122	1610	828
Power figures rest on the tool's default switching activity, not on a simulated workload.

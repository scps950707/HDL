<file path="design/flow/design.v">
module D_FF(q,d,clk);
  output q;
  input d,clk;
  reg q;
  always @(posedge clk)
          q<= d;
endmodule
module half_adder (output S, C, input x, y);
xor (S, x, y);
and (C, x, y);
endmodule
module full_adder (output S, C, input x, y, z);
wire S1, C1, C2;
half_adder HA1 (S1, C1, x, y);
half_adder HA2 (S, C2, S1, z);
or G1 (C, C2, C1);
endmodule
module adder_struct ( output [7: 0] dout, output cout, input [7:0] din1, din2, input cin);
wire C1, C2, C3, C4, C5, C6, C7;  
full_adder FA0 (dout[0], C1, din1[0], din2[0], cin),
FA1 (dout[1], C2, din1[1], din2[1], C1),
FA2 (dout[2], C3, din1[2], din2[2], C2),
FA3 (dout[3], C4, din1[3], din2[3], C3),
FA4 (dout[4], C5, din1[4], din2[4], C4),
FA5 (dout[5], C6, din1[5], din2[5], C5),
FA6 (dout[6], C7, din1[6], din2[6], C6),
FA7 (dout[7], cout, din1[7], din2[7], C7);
endmodule
module adder_struct_dff
(	output [7:0]dout,output cout,input [7:0]din1,input [7:0]din2,input cin,input clk);
	wire [7:0] dout_temp;
	wire cout_temp;
	adder_struct addder(dout_temp,cout_temp,din1,din2,cin);
	D_FF	dff0(dout[0],dout_temp[0],clk),
			dff1(dout[1],dout_temp[1],clk),
			dff2(dout[2],dout_temp[2],clk),
			dff3(dout[3],dout_temp[3],clk),
			dff4(dout[4],dout_temp[4],clk),
			dff5(dout[5],dout_temp[5],clk),
			dff6(dout[6],dout_temp[6],clk),
			dff7(dout[7],dout_temp[7],clk),
			dff8(cout,cout_temp,clk);
endmodule
</file>
<file path="design/flow/run.sh">
#!/bin/bash
# OpenROAD 26Q1-2900-gdf79404cd8, Yosys 0.63+post, stock flow scripts
make -C /OpenROAD-flow-scripts/flow DESIGN_CONFIG=/design/flow/config.mk WORK_HOME=/design/flow/orfs finish
</file>
<file path="design/flow/config.mk">
export PLATFORM = sky130hd
export DESIGN_NAME = adder_struct_dff
export DESIGN_NICKNAME = adder_struct_dff
export VERILOG_FILES = /design/flow/design.v
export SDC_FILE = /design/flow/constraint.sdc
export NUM_CORES = 4
export LEC_CHECK = 1
export CORE_AREA = 10 10 70 70
export DIE_AREA = 0 0 80 80
</file>
<file path="design/flow/constraint.sdc">
current_design adder_struct_dff

set clk_period 4.8
set clk_io_pct 0.2

create_clock -name clk0 -period $clk_period [get_ports {clk}]

set non_clock_inputs [all_inputs -no_clocks]
set_input_delay [expr $clk_period * $clk_io_pct] -clock clk0 $non_clock_inputs
set_output_delay [expr $clk_period * $clk_io_pct] -clock clk0 [all_outputs]
</file>
==> results_dict.tcl <==
# implementation run metrics
set metrics [dict create \
    outcome "finished clean" \
    io_pins 27 \
    final_area_um2 703 \
    synth_top_area_share_pct 43.0 \
    ant_nets 0 \
    cts-root-buf "clkbuf_4" \
    yosys.area.top_type "dfxtp_1" \
    drc 0 \
    wire_per_inst_um 8.95 \
    num_antenna_cells 0 \
    post_route_cells_drive_above_1_share_pct 5.77 \
    irDropWorstVdd_uv 126 \
    setup_ws_ns 0.301 \
    whs_path_depth 2 \
    hp-start "cin" \
    critPathKind "in2reg" \
    die_y_um 80 \
    p_per_area_nw_per_um2 290 \
    topCellsByArea "dfxtp_1 (43%), fa_1 (38%), buf_4 (14%), inv_1 (4.5%)" \
    dr.pass1.iters 2 \
    synthDistinctLibCells 4 \
    antenna_found_initial 0 \
    seqCellArea_um2 180 \
    vias 251 \
    syn_inst 30 \
    clock_path_buffers 2 \
    grt_pass1_wl_um 1370 \
    tritoncts "done" \
    ys_cells 30 \
    synthTopCellsByCount "dfxtp_1 (9), buf_4 (8), fa_1 (8)" \
    setup_viol 0 \
    ys_seq_share_pct 43.0 \
    track_usage_pct 2.86 \
    syn_to_final_growth_pct 67.8 \
    dp_slack_ns -0.00193 \
    clkTransAtPathRegs_ns 0.06 \
    cts_resized 0 \
    yosys_area_um2 419 \
    logic_area_um2 160 \
    routed_via_density 2.56 \
    drt-total-wl_um 877 \
    fmax_ghz 0.222 \
    initial_core_util_pct 12.3 \
    holdWs_ns 1.36 \
    ctsHoldBuffers 0 \
    first_global_vias 302 \
    async_flop_share_pct 0 \
    worstMarginPinSlew_ns 0.0967 \
    dieArea_um2 6400 \
    edf_count 0 \
    min_path_type "in2reg" \
    n_fill_cell 379 \
    maxSlewHeadroom_pct 93.5 \
    path_max_fanout 1 \
    portBuffers 26 \
    die_w_um 80 \
    cts_max_level 1 \
    post_cts_buffers 0 \
    warnings 25 \
    synth_area_um2 419 \
    finalMaxSlewViolations 0 \
    dp.final_hpwl_um 836 \
    rows 21 \
    dpl-instance-area_um2 677 \
    gp_congestion 0.784 \
    ys.flops 9 \
    fp.coreArea_um2 3420 \
    grt_max_degree 6 \
    rsz0062_at_grt "false" \
    setup.worst_path.start_class "input port" \
    endpoint_kind "flop" \
    numCtsBuffers 3 \
    dp_cells 94 \
    drt_iter0_drc 2 \
    clock_sinks 9 \
    flop_cell "dfxtp_1" \
    synth_top_cell_by_count "dfxtp_1" \
    synth-warning-count 1 \
    hold_end "dff0.q" \
    hold_viol_final 0 \
    maxCapViolCount 0 \
    grt.overflow.total 0 \
    cp.required_ns 5.01 \
    layout.cells.non_filler 98 \
    leakagePower_nw 0.278 \
    synth_area_per_cell_um2 14.0 \
    final_util_pct 20.6 \
    period_minus_slack_ns 4.50 \
    period_used_pct 93.7 \
    crit_arrival_ns 4.70 \
]
[state kept, by name (all words and copies together) (netlist names)]
register / count
dff7.q: 1
dff6.q: 1
dff0.q: 1
dff3.q: 1
dff8.q: 1
dff2.q: 1
dff1.q: 1
dff4.q: 1
dff5.q: 1
[placed cells by master (no fill, tap or decap), drive strengths merged]
master,netlist,routed
dfxtp,9,9
inv,5,5
clkbuf,0,4
clkdlybuf4s50,0,26
fa,8,8
[final cells by class]
cell class                 count  area share, %
timing repair buffer          26           37.0
sequential                     9           25.6
multi-input combinational      8           22.8
tap                           46           8.19
clock buffer                   4           3.74
inverter                       5           2.67
[cell families (layout without fill, tap and decap cells)]
family	Yosys count	in the layout	synth area share, %
buffers and inverters	13	35	18.8
adder cells (fa/ha/maj)	8	8	38.2
flip-flops	9	9	43.0
[per-layer routing]
layer / GRT usage, % / routed length, um / vias to the layer above / part of all wire (%)
met3: 3.41 / 181 / 0 / 21
met4: 0 / 0 / 0 / 0
met2: 4.01 / 336 / 21 / 38
met1: 2.90 / 360 / 108 / 41
met5: 0 / 0 / - / 0
li1: - / - / 122 / -
[per-stage QoR]
| stage | total power [W] | TNS [ns] |
|---|---|---|
| 3_5_place_dp | 0.000150 | -0.00193 |
| 6_report | 0.000204 | 0 |
| 4_1_cts | 0.000211 | 0 |
| 3_3_place_gp | 0.000150 | 0 |
| 2_1_floorplan | 0.000118 | 0 |
| 5_1_grt | 0.000220 | 0 |
[critical path, cell delays in order]
cell and delay, ns:
clkdlybuf4s50_1 0.43, fa_1 0.44, fa_1 0.39, fa_1 0.39, fa_1 0.38, fa_1 0.41, fa_1 0.39, fa_1 0.38
inv_1 0.08, fa_1 0.40, inv_1 0.05
[where the power goes]
group / leakage, nW / switching [W] / internal, W
Combinational: 0.187 / 0.0000130 / 0.0000410
Clock: 0.0150 / 0.0000258 / 0.0000320
Sequential: 0.0759 / 0.00000288 / 0.0000890
Total: 0.278 / 0.0000416 / 0.000162
[worst max-delay path by stage]
stage       start  endpoint  slack [ns]  cells past startpoint
5_1_grt   din1[0]    dff7.q        0.18                     11
4_1_cts   din1[0]    dff7.q        0.27                     11
6_report  din1[0]    dff7.q        0.30                     11
Power figures rest on the tool's default switching activity, not on a simulated workload.

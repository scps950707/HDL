$ cat ./config.mk
export PLATFORM = sky130hd
export DESIGN_NAME = pipealu
export DESIGN_NICKNAME = pipealu
export VERILOG_FILES = /design/flow/design.v
export SDC_FILE = /design/flow/constraint.sdc
export NUM_CORES = 4
export LEC_CHECK = 1
export CORE_UTILIZATION = 50
$ cat ./constraint.sdc
current_design pipealu

set clk_period 11.9
set clk_io_pct 0.2

create_clock -name clk0 -period $clk_period [get_ports {clk}]

set non_clock_inputs [all_inputs -no_clocks]
set_input_delay [expr $clk_period * $clk_io_pct] -clock clk0 $non_clock_inputs
set_output_delay [expr $clk_period * $clk_io_pct] -clock clk0 [all_outputs]
$ cat ./design.v
module pipealu(instr,AluOut, Zero,clk,Carryout,Overflow,rst);
	input [15:0] instr;
	input clk;
	input rst;
	output reg [31:0] AluOut;
	output Zero;
	output reg Carryout;
	output reg Overflow;
	wire [31:0] IFID_A;
	wire [31:0] IFID_B;
	wire [3:0] IFID_ALU_ctl;
	wire [3:0] IFID_dest;
	reg [31:0] EX_A;
	reg [31:0] EX_B;
	reg [3:0] EX_ALU_ctl;
	reg [3:0] EX_dest;
	reg [31:0] regfile[15:0];
	assign IFID_ALU_ctl = instr[15:12];
	assign IFID_A = regfile[instr[11:8]];
	assign IFID_B = regfile[instr[7:4]];
	assign IFID_dest = instr[3:0];
	assign Zero = (AluOut==0);
	always@(posedge clk or negedge rst) 
	begin
	if(!rst)
		begin
			regfile[0] <= 32'd1;
			regfile[1] <= 32'd2;
			regfile[2] <= 32'd3;
			regfile[3] <= 32'd4;
			regfile[4] <= 32'd5;
			regfile[5] <= 32'd6;
			regfile[6] <= 32'd7;
			regfile[7] <= 32'd8;
			regfile[8] <= 32'd9;
			regfile[9] <= 32'd10;
			regfile[10] <= 32'd11;
			regfile[11] <= 32'd12;
			regfile[12] <= 32'd13;
			regfile[13] <= 32'd14;
			regfile[14] <= 32'd15;
			regfile[15] <= 32'd16;
		end
	else
		begin
			regfile[EX_dest] <= AluOut;
		end
	end
	always@(posedge clk)
	begin
		EX_ALU_ctl = IFID_ALU_ctl;
		EX_A = IFID_A;
		EX_B = IFID_B;
		EX_dest = IFID_dest;
		case(IFID_ALU_ctl)
			0: 
			begin
				AluOut = EX_A & EX_B;
				Carryout = 0;
				Overflow = 0;
			end 
			1: 
			begin
				AluOut = EX_A | EX_B;
				Carryout = 0;
				Overflow = 0;
			end
			2: 
			begin
				{Carryout,AluOut} = EX_A + EX_B;
				Overflow = Carryout ^ AluOut[31];
			end
			6: 
			begin
				{Carryout,AluOut} = EX_A - EX_B;
				Overflow=((EX_A[31]&!EX_B[31])&!AluOut[31])
						|((!EX_A[31]&EX_B[31])&AluOut[31])
						|Carryout&AluOut[31];
			end
			7:
			begin
				AluOut = EX_A < EX_B ? 1 : 0;
				Carryout = 0;
				Overflow = 0;
			end
			12:
			begin
				AluOut = ~(EX_A | EX_B);
				Carryout = 0;
				Overflow = 0;
			end
			default:
			begin
				Carryout = 0;
				Overflow = 0;
			end
		endcase
	end
endmodule
$ cat ./run.sh
#!/bin/bash
# OpenROAD 26Q1-2900-gdf79404cd8, Yosys 0.63+post, stock flow scripts
make -C /OpenROAD-flow-scripts/flow DESIGN_CONFIG=/design/flow/config.mk WORK_HOME=/design/flow/orfs finish
==> impl_metrics.sql <==
-- load yosys + openroad results
INSERT INTO impl_metrics (metric_group, metric, value, unit) VALUES
('yosys', 'syn_inst', '2837', ''),
('grt', 'grt.total_usage', '41.1', '%'),
('critical_path', 'critical_path_class', 'in2reg', ''),
('final_timing', 'fmax', '129', 'MHz'),
('layout', 'syn_to_final_growth', '11.7', '%'),
('critical_path', 'timing.reg2reg.setup_slack', '7.23', 'ns'),
('yosys', 'synth_sequential_area_ratio', '44.6', '%'),
('yosys', 'async_reset_ff_share', '93.1', '%'),
('final_timing', 'setup_repair_after_global_routing_missed_its_margin', 'no', ''),
('floorplanning', 'die_w', '252', 'microns'),
('power_and_ir_drop', 'max-vdd-ir-drop', '0.132', 'mV'),
('clock_tree', 'cts_inserted_buffers', '61', ''),
('final_timing', 'final-setup-viol-count', '0', ''),
('power_and_ir_drop', 'power_leakage', '14.1', 'nW'),
('final_timing', 'timing.clock.skew', '0.0293', 'ns'),
('drt', 'antenna-diode-count', '0', ''),
('floorplanning', 'die_height', '252', 'microns'),
('final_timing', 'worst_slack', '4.15', 'ns'),
('clock_tree', 'number_of_buffers_on_the_longest_clock_path', '3', ''),
('grt', 'grt_start_max_net_pins', '112', ''),
('yosys', 'synth-cells-yosys', '2837', ''),
('clock_tree', 'clock_sinks', '550', ''),
('layout', 'layout-drive-gt1-share', '27.9', '%'),
('floorplanning', 'fp.dieArea', '63400', 'sq um'),
('yosys', 'ys.flop_type', 'dfrtp_1', ''),
('clock_tree', 'holdBufCountCts', '0', ''),
('clock_tree', 'h-tree-depth', '2', ''),
('final_timing', 'slew_violations', '0', ''),
('drt', 'avgViaCountPerCell', '7.23', ''),
('floorplanning', 'fp_util', '50.6', '%'),
('layout', 'finish.cell_count_without_fillers', '3681', ''),
('critical_path', 'crit_path_max_incr_delay', '0.79', 'ns'),
('run', 'count_of_warning_messages_emitted_by_the_tools', '107', ''),
('placement', 'port_buffer_count', '52', ''),
('yosys', 'number_of_register_bits_inferred_by_synthesis', '550', ''),
('critical_path', 'cpMaxStageDelayCell', 'nor2_4', ''),
('critical_path', 'critical_path.cell_chain', 'clkdlybuf4s50_1, nand2b_1, nor2_4, buf_4, a22oi_1, nand3_1, o22a_1, inv_1, ha_1, or3b_2, nand3_1, a31oi_1, nand3b_1, a21oi_1, nor4_1, nor3_1, o221a_2, o21ai_0', ''),
('final_timing', 'hold_viol_final', '0', ''),
('status', 'outcome', 'finished clean', ''),
('drt', 'drtIter0Drc', '3030', ''),
('grt', 'grt_first_pass_wirelength', '180000', 'microns'),
('yosys', 'synth.distinct_cells', '78', ''),
('final_timing', 'measured_slew_at_the_worst_slew_check_pin', '0.915', 'ns'),
('floorplanning', 'design.core.area', '61700', 'sq um'),
('yosys', 'synthesis.area_per_instance', '11.0', 'sq um'),
('yosys', 'synth-edff-count', '32', ''),
('drt', 'vias', '26600', ''),
('clock_tree', 'cts.repair.resized', '0', ''),
('drt', 'detail-route-antenna-nets', '0', ''),
('critical_path', 'critical_path.startpoint_type', 'input port', ''),
('clock_tree', 'post_cts_buffers', '0', ''),
('critical_path', 'cp_data_required_time', '12.26', 'ns'),
('clock_tree', 'cts_tree', 'yes', ''),
('yosys', 'post_synth_instance_area', '31200', 'sq um'),
('yosys', 'ys.warnings.count', '2', ''),
('power_and_ir_drop', 'power.density', '207', 'nW/um^2'),
('layout', 'utilization_after_layout', '56.5', '%'),
('drt', 'drt_total_wl', '124000', 'microns'),
('clock_tree', 'clk_root_buffer_cell', 'clkbuf_16', ''),
('drt', 'dr.pass1.iters', '9', ''),
('final_timing', 'period_used_share', '65.1', '%'),
('hold_path', 'hold_path.class', 'reg2reg', ''),
('placement', 'dpl_worst_slack', '3.86', 'ns'),
('final_timing', 'fin_crit', '7.75', 'ns'),
('critical_path', 'worst_path_dominant_cell_family', 'simple AND/OR/NAND/NOR gates', ''),
('drt', 'drc', '0', ''),
('grt', 'vias_in_the_first_global_route', '26400', ''),
('yosys', 'ys_chip_area', '31200', 'sq um'),
('clock_tree', 'insertion_delay', '0.65', 'ns'),
('drt', 'wire_per_inst', '33.6', 'microns'),
('placement', 'hpwlAfterDp', '68200', 'microns');
-- cells in the mapped netlist, types with 21 or more instances --
cell type    n  area (sq um)
buf_1       27           101
nand4_1     84           526
nor3_1      35           175
a221oi_1    73           639
o22ai_1     21           131
a22oi_1    351          2640
clkbuf_1   193           724
a22o_1      52           455
dfstp_2     33           867
nor2_1     120           450
inv_1       95           357
nand3_1     68           340
xnor2_1     21           184
nand2_1     53           199
dfrtp_1    479         12000
ha_1       112          1400
o21ai_0     45           225
mux2_2     513          5780
edfxtp_1    32           961
o22a_1      52           455
a21oi_1    146           731
-- final timing paths --
kind	start	endpoint	cells after the start
max	instr[6]	AluOut[22]$_DFFE_PP_	18
min	regfile[5][14]$_DFFE_PN0N_	regfile[5][14]$_DFFE_PN0N_	1
max reg2reg	regfile[13][16]$_DFFE_PN0N_	AluOut[0]$_DFFE_PP_	14
min reg2reg	regfile[5][14]$_DFFE_PN0N_	regfile[5][14]$_DFFE_PN0N_	1
max in group asynchronous	rst	regfile[4][26]$_DFFE_PN0N_	3
min in group asynchronous	rst	regfile[4][8]$_DFFE_PN0N_	1
-- metal layers --
metal  vias up  routed length, microns  global-route usage (%)
met5         -                       0                   0.386
met3       613                   16500                    16.8
met2      2078                   50800                    56.4
met1     13100                   46300                    56.7
li1      10800                       -                       -
met4         0                    9860                    23.5
-- area by class of cell --
type | instances | area [sq um]
fillers | 5054 | 26900
repair buffers | 126 | 1090
inverters | 96 | 360
flip-flops and latches | 550 | 13900
well taps | 837 | 1050
multi-input cells | 1958 | 16300
clock inverters | 28 | 367
clock buffers | 86 | 1740
-- report_power, final --
part           internal, W  leakage (nW)  total (W)  switching, W
registers          0.00246          6.54    0.00302      0.000554
clock network      0.00119          1.04    0.00200      0.000808
logic             0.000967          6.55    0.00220       0.00123
total              0.00462          14.1    0.00722       0.00259
-- worst register-to-register path, stage by stage, from the launching register on --
cell and delay [ns]:
dfrtp_1 0.39, a22o_1 0.21, a221oi_1 0.22, nand3_1 0.11, o22ai_1 0.55, inv_1 0.14, ha_1 0.54, inv_1 0.23
a21oi_1 0.39, o31a_1 0.23, o221ai_1 0.23, nor2_1 0.26, o21ai_0 0.14, a2111oi_0 0.63, o22a_1 0.24
-- state kept, by name, summed over array words and instances (netlist names) --
name / count
AluOut: 32
Overflow: 1
Carryout: 1
EX_dest: 4
regfile: 512
-- placed cells by master (no fill, tap or decap), drive strengths merged, types with 16 or more instances in the layout --
cell,n
a221oi,74
buf,75
xnor2,21
nand2,53
nor2,120
clkbuf,86
dfstp,33
inv,99
mux2,513
a22oi,351
clkdlybuf4s50,51
nor3,36
clkinv,16
nand4,84
dfrtp,479
o22ai,21
ha,112
nand3,68
o21ai,47
o22a,52
nand2b,19
edfxtp,32
nor4,17
a21oi,148
a22o,52
-- cells by family after synthesis --
| family | Yosys count | synth area share, % |
|---|---|---|
| AND-OR/OR-AND | 869 | 20.4 |
| XOR/XNOR | 21 | 0.589 |
| adder cells (fa/ha/maj) | 114 | 4.62 |
| buffers and inverters | 329 | 4.01 |
| flip-flops | 550 | 44.6 |
| multiplexers | 523 | 18.8 |
| AND/OR/NAND/NOR | 431 | 6.93 |
-- metrics by stage --
stage | instance area [sq um] | total power (W)
after floorplan | 31200 | 0.00438
after global placement | 32800 | 0.00512
after detailed placement | 32800 | 0.00516
after CTS | 34900 | 0.00717
after global routing | 34900 | 0.00753
final | 34900 | 0.00722
Power and IR drop assume default switching activity.
